`./design.v`:
```
`timescale 1ns / 1ps
module ADC32(
    input [31:0] A, 
    input [31:0] B, 
    input CO, 
    output [32:0] S
    );
    wire B_Notation = CO ^ 1'b0;
    assign S = {1'b0,A} + {B_Notation,B^(~32'b0)} + CO;
endmodule
`timescale 1ns / 1ps
module MUX2T1_32(
    input[31:0]I0,
    input[31:0]I1,
    input s,
    output[31:0]O
    );
    assign O = s?I1:I0;
endmodule
`timescale 1ns / 1ps
module MUX4T1_32(
    input[31:0]I0,
    input[31:0]I1,
    input[31:0]I2,
    input[31:0]I3,
    input [1:0]s,
    output reg[31:0]O
    );
    always@(*) begin
    if(s==2'd0)  O=I0;
    else if(s==2'd1)  O=I1;
    else if(s==2'd2)  O=I2;
    else if(s==2'd3)  O=I3;
    end
endmodule
`timescale 1ns / 1ps
module MUX8T1_32(
    input[31:0]I0,
    input[31:0]I1,
    input[31:0]I2,
    input[31:0]I3,
    input[31:0]I4,
    input[31:0]I5,
    input[31:0]I6,
    input[31:0]I7,
    input [2:0]s,
    output reg[31:0]O
    );
    always@(*) begin
    if(s==3'd0)  O=I0;
    else if(s==3'd1)  O=I1;
    else if(s==3'd2)  O=I2;
    else if(s==3'd3)  O=I3;
    else if(s==3'd4)  O=I4;
    else if(s==3'd5)  O=I5;
    else if(s==3'd6)  O=I6;
    else   O=I7;
    end
endmodule
`timescale 1ns/1ps
module SignalExt_32 (
    input S,
    output [31:0]So
    );
    assign So = {32{S}};
endmodule
`timescale 1ns / 1ps
module add_32(
    input [31:0] a, 
    input [31:0] b, 
    output [31:0]c
    );
    assign c = a+b;
endmodule
`timescale 1ns / 1ps
module and32(
    input [31:0] A,
    input [31:0] B,
    output [31:0] res
    );
    assign res = A&B;
endmodule
`timescale 1ns / 1ps
module nor32(
    input [31:0] A,
    input [31:0] B,
    output [31:0] res
    );
    assign res = ~(A|B);
endmodule
`timescale 1ns / 1ps
module or32(
    input [31:0] A,
    input [31:0] B,
    output [31:0] res
    );
    assign res = A|B;
endmodule
`timescale 1ns / 1ps
module or_bit_32(
    input [31:0] A,
    output o
    );
    assign o = !(|A);
endmodule
`timescale 1ns / 1ps
module srl32(
    input [31:0] A,
    input [31:0] B,
    output [31:0] res
    );
    assign res = A>>B[4:0];
endmodule
`timescale 1ns / 1ps
module xor32(
    input [31:0] A,
    input [31:0] B,
    output [31:0] res
    );
    assign res = A^B;
endmodule
`timescale 1ns / 1ps
module ALU(
    input [31:0] A,
    input [2:0] ALU_operation,
    input [31:0] B,
    output [31:0] res,
    output zero
    );
      wire [31:0]MUX8T1_32_0_o;
      wire [31:0]SignalExt_32_0_So;
      wire [32:0]ADC32_0_S;
      wire [31:0]and32_0_res;
      wire [31:0]nor32_0_res;
      wire [31:0]or32_0_res;
      wire [31:0]srl32_0_res;
      wire [31:0]xor32_0_res;
      wire [31:0]xor32_1_res;
      assign res = MUX8T1_32_0_o;
      MUX8T1_32 MUX8T1_32_0(
      .I0(and32_0_res),
      .I1(or32_0_res),
      .I2(ADC32_0_S[31:0]),
      .I3(xor32_0_res),
      .I4(nor32_0_res),
      .I5(srl32_0_res),
      .I6(ADC32_0_S[31:0]),
      .I7({31'b0,ADC32_0_S[32]}),
      .s(ALU_operation),
      .O(MUX8T1_32_0_o));
      and32 and32_0(
      .A(A),
      .B(B),
      .res(and32_0_res));
      or32 or32_0(
      .A(A),
      .B(B),
      .res(or32_0_res));
      nor32 nor32_0(
      .A(A),
      .B(B),
      .res(nor32_0_res));
      srl32 srl32_0(
      .A(A),
      .B(B),
      .res(srl32_0_res));
      xor32 xor32_0(
      .A(A),
      .B(B),
      .res(xor32_0_res));
      or_bit_32 or_bit_32_0(
      .A(MUX8T1_32_0_o),
      .o(zero));
      xor32 xor32_1(
      .A(SignalExt_32_0_So),
      .B(B),
      .res(xor32_1_res));
      ADC32 ADC32_0(
      .A(A),
      .B(xor32_1_res),
      .CO(ALU_operation[2]),
      .S(ADC32_0_S));
      SignalExt_32 SignalExt_32_1(
      .S(ALU_operation[2]),
      .So(SignalExt_32_0_So));
  endmodule
`timescale 1ns / 1ps
module regs( 
    input clk, rst, RegWrite, 
    input [4:0] Rs1_addr, Rs2_addr, Wt_addr, 
    input [31:0] Wt_data,
    output [31:0] Rs1_data, Rs2_data
);
reg [31:0] register [1:31];  
integer i;
assign Rs1_data = (Rs1_addr== 0) ? 0 : register[Rs1_addr];  
assign Rs2_data = (Rs2_addr== 0) ? 0 : register[Rs2_addr];  
always @(posedge clk or posedge rst) 
begin if (rst==1) for (i=1; i<32; i=i+1) register[i] <= 0;  
else if ((Wt_addr != 0) && (RegWrite == 1)) 
register[Wt_addr] <= Wt_data;  
end
endmodule
`timescale 1ns / 1ps
module DataPath_more(
    input wire clk,
    input wire rst,
    input wire[31:0] inst_field,
    input wire[31:0] Data_in,
    input wire[3:0] ALU_operation,
    input wire[2:0] ImmSel,
    input wire[1:0] MemtoReg,
    input wire ALUSrc_B,
    input wire[1:0]Jump,
    input wire Branch,
    input wire BranchN,
    input wire RegWrite,
    output wire[31:0] PC_out,
    output wire[31:0] Data_out,
    output wire[31:0] ALU_out
    );
wire[31:0] Imm_out;
wire[31:0] PC_inc;
wire[31:0] PC_imm;
wire ALU_zero;
wire[31:0] PC_new_1;
wire[31:0] Wt_data;
wire[31:0] PC_new;
wire[31:0] Rs1_data;
wire[31:0] ALU_B;
ImmGen ImmGen(
    .ImmSel(ImmSel),
    .inst_field(inst_field),
    .Imm_out(Imm_out)
);
add_32 add_32_0(
    .a(PC_out),
    .b(32'h4),
    .c(PC_inc)
);
add_32 add_32_1(
    .a(PC_out),
    .b(Imm_out),
    .c(PC_imm)
);
MUX2T1_32 MUX2T1_32_1(
    .I0(PC_inc),
    .I1(PC_imm),
    .s((Branch & ALU_zero) | (BranchN & ~ALU_zero)),
    .O(PC_new_1)
);
MUX4T1_32 MUX4T1_32_0(
    .s(MemtoReg),
    .I0(ALU_out),
    .I1(Data_in),
    .I2(PC_inc),
    .I3(Imm_out),
    .O(Wt_data)
);
MUX4T1_32 MUX4T1_32_1(
    .s(Jump),
    .I0(PC_new_1),
    .I1(PC_imm),
    .I2(ALU_out),
    .I3(PC_new_1),
    .O(PC_new)
);
MUX2T1_32 MUX2T1_32_0(
    .I0(Data_out),
    .I1(Imm_out),
    .s(ALUSrc_B),
    .O(ALU_B)
);
regs Regs(
    .clk(clk),
    .rst(rst),
    .RegWrite(RegWrite),
    .Rs1_addr(inst_field[19:15]),
    .Rs2_addr(inst_field[24:20]),
    .Wt_addr(inst_field[11:7]),
    .Wt_data(Wt_data),
    .Rs1_data(Rs1_data),
    .Rs2_data(Data_out)
);
ALU ALU(
    .A(Rs1_data),
    .B(ALU_B),
    .ALU_operation(ALU_operation),
    .res(ALU_out),
    .zero(ALU_zero)
);
REG32 PC(
    .clk(clk),
    .rst(rst),
    .CE(1'b1),
    .D(PC_new),
    .Q(PC_out)
);
endmodule
`timescale 1ns / 1ps
module ImmGen(
     input wire [1:0] ImmSel,
    input wire [31:0] inst_field, 
    output reg [31:0] Imm_out
    );
    always@*begin
    case(ImmSel)
    2'b00:Imm_out = {{20{inst_field[31]}},inst_field[31:20]};  
    2'b01:Imm_out = {{20{inst_field[31]}},inst_field[31:25],inst_field[11:7]};  
    2'b10:Imm_out = {{20{inst_field[31]}},inst_field[7],inst_field[30:25],inst_field[11:8],1'b0};  
    2'b11:Imm_out = {{12{inst_field[31]}},inst_field[19:12],inst_field[20],inst_field[30:21],1'b0};  
    endcase
    end
    endmodule
`timescale 1ns / 1ps
module REG32(
    input clk,
    input rst,
    input CE,
    input [31:0]D,
    output reg [31:0]Q
    );
always @(posedge clk or posedge rst)
if (rst==1) Q <= 32'b0;
else if (CE == 1) Q <= D;
endmodule
```
`./run.sh`:
```
#!/bin/bash
# OpenROAD 26Q1-2900-gdf79404cd8, Yosys 0.63+post, stock flow scripts
make -C /OpenROAD-flow-scripts/flow DESIGN_CONFIG=/design/flow/config.mk WORK_HOME=/design/flow/orfs finish
```
`./config.mk`:
```
export PLATFORM = sky130hd
export DESIGN_NAME = DataPath_more
export DESIGN_NICKNAME = DataPath_more
export VERILOG_FILES = /design/flow/design.v
export SDC_FILE = /design/flow/constraint.sdc
export NUM_CORES = 4
export LEC_CHECK = 1
export CORE_UTILIZATION = 40
```
`./constraint.sdc`:
```
current_design DataPath_more

set clk_period 34.4
set clk_io_pct 0.2

create_clock -name clk0 -period $clk_period [get_ports {clk}]

set non_clock_inputs [all_inputs -no_clocks]
set_input_delay [expr $clk_period * $clk_io_pct] -clock clk0 $non_clock_inputs
set_output_delay [expr $clk_period * $clk_io_pct] -clock clk0 [all_outputs]
```
==> results_dict.tcl <==
# implementation run metrics
set metrics [dict create \
    run_status "finished clean" \
    setup_ws_ps 11150 \
    initCoreUtil_pct 40.4 \
    crit_top_cell "buf_4" \
    max-clock-path-buffers 3 \
    synth_area_um2 64200 \
    htreeDepth 3 \
    cpMaxStageDelayCell "nor2_2" \
    routabilityCongestion 1.06 \
    untimed_endpoints 64 \
    met1_usage_pct 55.5 \
    power_leakage_nw 33.2 \
    met3_usage_pct 28.9 \
    clock_skew_ps 0 \
    min_period_over_period_pct 67.6 \
    die-width_um 403 \
    logic_area_um2 35600 \
    criticalPathCategory "in2out" \
    unclocked_regs 64 \
    grt-ovfl-total 0 \
    postSynth.asyncResetShare_pct 94.1 \
    yosysCellCount 6242 \
    final_cells 8574 \
    fin_crit_ps 23250 \
    track_usage_pct 44.2 \
    fill_cells 14400 \
    drt_wl_total_um 350000 \
    post-cts-setup-buffer-count 0 \
    synth_warnings 8 \
    dp_hpwl_um 226000 \
    slew_viol_final 0 \
    most-common-layout-cells "1024 x dfrtp_1, 1011 x mux2_2, 478 x a22oi_1, 371 x buf_4, 324 x and3_1" \
    worstMarginPinSlew_ps 1000 \
    clk_latency_ps 730 \
    synth_cell_types 116 \
    cts_buffers 112 \
    cts_hold_buffers 0 \
    arrival_ps 16370 \
    first_global_vias 59000 \
    grt_max_degree 122 \
    antenna_found_initial 38 \
    max_cap_violations 0 \
    power.density_nw_per_um2 54.9 \
    hold_path_class "reg2reg" \
    clk_pin_slew_ps 60 \
    dieArea_um2 162000 \
    portBuffers 167 \
    setup_violations 0 \
    detail-route-antenna-nets 0 \
    register_area_um2 26600 \
    top_area_cell "dfrtp_1" \
    dp_worst_setup_slack_ps 11840 \
    required_ps 27520 \
    cts_resized 0 \
    top_usage_layer "met1" \
    startpoint_type "input pin" \
    slowest_delay_ps 760 \
    layout-drive-gt1-share_pct 27.8 \
    tool_warnings 75 \
    slew_headroom_pct 32.6 \
    cts_root_buf "clkbuf_16" \
    ys_chip_area_um2 64200 \
    cts_tree "yes" \
    topCellsByArea "dfrtp_1 40%, mux2_2 18%, a22oi_1 5.6%" \
    vdd_drop_max_uv 54.4 \
    placed_cells 8338 \
    path_max_fanout 30 \
    critPathLaunch "inst_field[19]" \
    grt_pass1_wl_um 480000 \
    end_kind "output pin" \
    num_vias 61500 \
    holdCritStartpoint "Regs.register[5][18]" \
    finalHoldViolCount 0 \
    drtIter0Drc 8365 \
    viasPerCell 7.17 \
    reg2reg_depth 31 \
    rrSetupSlack_ps 24190 \
    wl_per_cell_um 40.8 \
    numSynthFlops 1088 \
    ff_type "dfrtp_1" \
    floorplan.rows 146 \
    max_freq_ghz 0.0430 \
    post-route-drc-count 0 \
    holdPathStages 1 \
    core_um2 159000 \
    postSynthAreaPerCell_um2 10.3 \
    edf_count 0 \
    worst-path-stages 31 \
    final_util_pct 46.4 \
    syn_inst 6242 \
    drt_pre_antenna_iters 8 \
    crit_family "AND-OR/OR-AND gates" \
    rr_startpoint "Regs.register[10][0]" \
    yosys.area.top_type_share_pct 39.9 \
    synthToLayoutAreaGrowth_pct 14.7 \
    rsz0062_at_grt "false" \
    mostFrequentLayoutCell "dfrtp_1" \
    io_pins 177 \
    grt_util_met2_pct 55.1 \
    die-height_um 403 \
    crit_buf_inv 9 \
    final.setup.tns_ps 0 \
]
[cells in the mapped netlist (22+ instances only)]
library cell  number
buf_1             71
nand4_1          131
ha_1             127
a222oi_1          39
a31oi_1           30
mux2_2          1011
a221oi_1          41
a211oi_1          22
xnor2_1           78
nor4_1            41
xor2_1            24
a2111oi_0         91
o21ai_0          165
mux4_2            26
a21oi_1          238
nor2_1           243
o21a_1            31
dfrtp_1         1024
nor3_1            85
nand2b_1          34
a22oi_1          478
dlxtn_1           64
o22ai_1           29
a22o_1            35
a21o_1            25
inv_1            101
nand2_1          284
buf_2             70
a221o_1           28
and3_1           325
o211ai_1          39
clkbuf_1         412
nand3_1          298
and2_1            34
mux2i_1           62
[logic make-up after synthesis]
group | synth area share (%)
simple gates | 13.9
compound gates | 16.6
mux | 19.7
flops | 39.9
buf+inv | 4.32
fa+ha+maj | 2.57
xor+xnor | 1.39
latches | 1.50
other cells | 0.00584
[metrics by stage]
step	total power, mW	area (um2)	hold slack (ps)
floorplan	2.22	64400	485
global placement	2.67	69600	500
detailed placement	2.69	69600	505
CTS	4.00	73500	521
global route	4.16	73600	531
finish	4.04	73600	525
[final cells by class]
| class | instances | share of cell area, % |
|---|---|---|
| Clock inverter | 61 | 1.20 |
| Inverter | 108 | 0.556 |
| Sequential cell | 1088 | 36.1 |
| Timing Repair Buffer | 536 | 6.01 |
| Multi-Input combinational cell | 4534 | 48.3 |
| Clock buffer | 143 | 4.16 |
| Antenna cell | 32 | 0.109 |
| Tap cell | 2072 | 3.52 |
[worst paths after layout]
path                                          to
min reg2reg                 Regs.register[5][18]
max reg2reg                             PC.Q[21]
max                                   ALU_out[0]
max in group asynchronous  Regs.register[26][11]
min in group asynchronous  Regs.register[27][10]
min                         Regs.register[5][18]
[where the power goes]
part,switching [mW],internal [mW]
clock,0.556,0.766
sequential,0.207,1.45
combinational,0.628,0.438
[worst reg2reg max path, delay by kind of cell (launching register included)]
kind,cells,cell delay [ps]
compound gates,11,3970
simple gates,12,3480
fa+ha+maj,2,1220
buf+inv,4,650
flops,1,380
latches,1,330
xor+xnor,1,160
[registers in the layout, summed over array words and instances, names as in the netlist]
| name | flops |
|---|---|
| PC.Q | 32 |
| MUX4T1_32_1.O | 32 |
| MUX4T1_32_0.O | 32 |
| Regs.register | 992 |
[per-layer routing]
| metal | up-vias | part of all wire [%] |
|---|---|---|
| met5 | - | 0.25 |
| met4 | 60 | 8.8 |
| met3 | 1633 | 17 |
| met2 | 5350 | 38 |
| met1 | 30400 | 36 |
| li1 | 24100 | - |
Power figures rest on the tool's default switching activity, not on a simulated workload.
