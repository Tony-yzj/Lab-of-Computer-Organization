[flow/run.sh]
#!/bin/bash
# OpenROAD 26Q1-2900-gdf79404cd8, Yosys 0.63+post, stock flow scripts
make -C /OpenROAD-flow-scripts/flow DESIGN_CONFIG=/design/flow/config.mk WORK_HOME=/design/flow/orfs finish
[flow/config.mk]
export PLATFORM = sky130hd
export DESIGN_NAME = DataPath_int
export DESIGN_NICKNAME = DataPath_int
export VERILOG_FILES = /design/flow/design.v
export SDC_FILE = /design/flow/constraint.sdc
export NUM_CORES = 4
export LEC_CHECK = 1
export CORE_UTILIZATION = 30
[flow/constraint.sdc]
current_design DataPath_int

set clk_period 20.6
set clk_io_pct 0.2

create_clock -name clk0 -period $clk_period [get_ports {clk}]

set non_clock_inputs [all_inputs -no_clocks]
set_input_delay [expr $clk_period * $clk_io_pct] -clock clk0 $non_clock_inputs
set_output_delay [expr $clk_period * $clk_io_pct] -clock clk0 [all_outputs]
[flow/design.v]
`timescale 1ns / 1ps
module ADC32(
    input [31:0] A, 
    input [31:0] B, 
    input CO, 
    output [32:0] S
    );
    wire B_Notation = CO ^ 1'b0;
    assign S = {1'b0,A} + {B_Notation,B^(~32'b0)} + CO;
endmodule
`timescale 1ns / 1ps
module MUX2T1_32(
    input[31:0]I0,
    input[31:0]I1,
    input s,
    output[31:0]O
    );
    assign O = s?I1:I0;
endmodule
`timescale 1ns / 1ps
module MUX4T1_32(
    input[31:0]I0,
    input[31:0]I1,
    input[31:0]I2,
    input[31:0]I3,
    input [1:0]s,
    output reg[31:0]O
    );
    always@(*) begin
    if(s==2'd0)  O=I0;
    else if(s==2'd1)  O=I1;
    else if(s==2'd2)  O=I2;
    else if(s==2'd3)  O=I3;
    end
endmodule
`timescale 1ns / 1ps
module MUX8T1_32(
    input[31:0]I0,
    input[31:0]I1,
    input[31:0]I2,
    input[31:0]I3,
    input[31:0]I4,
    input[31:0]I5,
    input[31:0]I6,
    input[31:0]I7,
    input [2:0]s,
    output reg[31:0]O
    );
    always@(*) begin
    if(s==3'd0)  O=I0;
    else if(s==3'd1)  O=I1;
    else if(s==3'd2)  O=I2;
    else if(s==3'd3)  O=I3;
    else if(s==3'd4)  O=I4;
    else if(s==3'd5)  O=I5;
    else if(s==3'd6)  O=I6;
    else   O=I7;
    end
endmodule
`timescale 1ns/1ps
module SignalExt_32 (
    input S,
    output [31:0]So
    );
    assign So = {32{S}};
endmodule
`timescale 1ns / 1ps
module add_32(
    input [31:0] a, 
    input [31:0] b, 
    output [31:0]c
    );
    assign c = a+b;
endmodule
`timescale 1ns / 1ps
module and32(
    input [31:0] A,
    input [31:0] B,
    output [31:0] res
    );
    assign res = A&B;
endmodule
`timescale 1ns / 1ps
module nor32(
    input [31:0] A,
    input [31:0] B,
    output [31:0] res
    );
    assign res = ~(A|B);
endmodule
`timescale 1ns / 1ps
module or32(
    input [31:0] A,
    input [31:0] B,
    output [31:0] res
    );
    assign res = A|B;
endmodule
`timescale 1ns / 1ps
module or_bit_32(
    input [31:0] A,
    output o
    );
    assign o = !(|A);
endmodule
`timescale 1ns / 1ps
module srl32(
    input [31:0] A,
    input [31:0] B,
    output [31:0] res
    );
    assign res = A>>B[4:0];
endmodule
`timescale 1ns / 1ps
module xor32(
    input [31:0] A,
    input [31:0] B,
    output [31:0] res
    );
    assign res = A^B;
endmodule
`timescale 1ns / 1ps
module ALU(
    input [31:0] A,
    input [2:0] ALU_operation,
    input [31:0] B,
    output [31:0] res,
    output zero
    );
      wire [31:0]MUX8T1_32_0_o;
      wire [31:0]SignalExt_32_0_So;
      wire [32:0]ADC32_0_S;
      wire [31:0]and32_0_res;
      wire [31:0]nor32_0_res;
      wire [31:0]or32_0_res;
      wire [31:0]srl32_0_res;
      wire [31:0]xor32_0_res;
      wire [31:0]xor32_1_res;
      assign res = MUX8T1_32_0_o;
      MUX8T1_32 MUX8T1_32_0(
      .I0(and32_0_res),
      .I1(or32_0_res),
      .I2(ADC32_0_S[31:0]),
      .I3(xor32_0_res),
      .I4(nor32_0_res),
      .I5(srl32_0_res),
      .I6(ADC32_0_S[31:0]),
      .I7({31'b0,ADC32_0_S[32]}),
      .s(ALU_operation),
      .O(MUX8T1_32_0_o));
      and32 and32_0(
      .A(A),
      .B(B),
      .res(and32_0_res));
      or32 or32_0(
      .A(A),
      .B(B),
      .res(or32_0_res));
      nor32 nor32_0(
      .A(A),
      .B(B),
      .res(nor32_0_res));
      srl32 srl32_0(
      .A(A),
      .B(B),
      .res(srl32_0_res));
      xor32 xor32_0(
      .A(A),
      .B(B),
      .res(xor32_0_res));
      or_bit_32 or_bit_32_0(
      .A(MUX8T1_32_0_o),
      .o(zero));
      xor32 xor32_1(
      .A(SignalExt_32_0_So),
      .B(B),
      .res(xor32_1_res));
      ADC32 ADC32_0(
      .A(A),
      .B(xor32_1_res),
      .CO(ALU_operation[2]),
      .S(ADC32_0_S));
      SignalExt_32 SignalExt_32_1(
      .S(ALU_operation[2]),
      .So(SignalExt_32_0_So));
  endmodule
`timescale 1ns / 1ps
module regs( 
    input clk, rst, RegWrite, 
    input [4:0] Rs1_addr, Rs2_addr, Wt_addr, 
    input [31:0] Wt_data,
    output [31:0] Rs1_data, Rs2_data
);
reg [31:0] register [1:31];  
integer i;
assign Rs1_data = (Rs1_addr== 0) ? 0 : register[Rs1_addr];  
assign Rs2_data = (Rs2_addr== 0) ? 0 : register[Rs2_addr];  
always @(posedge clk or posedge rst) 
begin if (rst==1) for (i=1; i<32; i=i+1) register[i] <= 0;  
else if ((Wt_addr != 0) && (RegWrite == 1)) 
register[Wt_addr] <= Wt_data;  
end
endmodule
`timescale 1ns / 1ps
module ImmGen(
     input wire [1:0] ImmSel,
    input wire [31:0] inst_field, 
    output reg [31:0] Imm_out
    );
    always@*begin
    case(ImmSel)
    2'b00:Imm_out = {{20{inst_field[31]}},inst_field[31:20]};  
    2'b01:Imm_out = {{20{inst_field[31]}},inst_field[31:25],inst_field[11:7]};  
    2'b10:Imm_out = {{20{inst_field[31]}},inst_field[7],inst_field[30:25],inst_field[11:8],1'b0};  
    2'b11:Imm_out = {{12{inst_field[31]}},inst_field[19:12],inst_field[20],inst_field[30:21],1'b0};  
    endcase
    end
    endmodule
`timescale 1ns / 1ps
module REG32(
    input clk,
    input rst,
    input CE,
    input [31:0]D,
    output reg [31:0]Q
    );
always @(posedge clk or posedge rst)
if (rst==1) Q <= 32'b0;
else if (CE == 1) Q <= D;
endmodule
`timescale 1ns / 1ps
module DataPath_int(
    input wire clk,
    input wire rst,
    input wire[31:0] inst_field,
    input wire[31:0] Data_in,
    input wire[3:0] ALU_operation,
    input wire[2:0] ImmSel,
    input wire[1:0] MemtoReg,
    input wire ALUSrc_B,
    input wire[1:0]Jump,
    input wire Branch,
    input wire BranchN,
    input wire RegWrite,
    input wire INT0,
    input wire ecall,
    input wire mret,
    input wire ill_instr,
    output wire[31:0] PC_out,
    output wire[31:0] Data_out,
    output wire[31:0] ALU_out
    );
wire[31:0] Imm_out;
wire[31:0] PC_inc;
wire[31:0] PC_imm;
wire ALU_zero;
wire[31:0] PC_new_1;
wire[31:0] PC_new_2;
wire[31:0] Wt_data;
wire[31:0] PC_new;
wire[31:0] Rs1_data;
wire[31:0] ALU_B;
ImmGen ImmGen(
    .ImmSel(ImmSel),
    .inst_field(inst_field),
    .Imm_out(Imm_out)
);
add_32 add_32_0(
    .a(PC_out),
    .b(32'h4),
    .c(PC_inc)
);
add_32 add_32_1(
    .a(PC_out),
    .b(Imm_out),
    .c(PC_imm)
);
MUX2T1_32 MUX2T1_32_1(
    .I0(PC_inc),
    .I1(PC_imm),
    .s((Branch & ALU_zero) | (BranchN & ~ALU_zero)),
    .O(PC_new_1)
);
MUX4T1_32 MUX4T1_32_0(
    .s(MemtoReg),
    .I0(ALU_out),
    .I1(Data_in),
    .I2(PC_inc),
    .I3(Imm_out),
    .O(Wt_data)
);
MUX4T1_32 MUX4T1_32_1(
    .s(Jump),
    .I0(PC_new_1),
    .I1(PC_imm),
    .I2(ALU_out),
    .I3(PC_new_1),
    .O(PC_new_2)
);
MUX2T1_32 MUX2T1_32_0(
    .I0(Data_out),
    .I1(Imm_out),
    .s(ALUSrc_B),
    .O(ALU_B)
);
regs Regs(
    .clk(clk),
    .rst(rst),
    .RegWrite(RegWrite),
    .Rs1_addr(inst_field[19:15]),
    .Rs2_addr(inst_field[24:20]),
    .Wt_addr(inst_field[11:7]),
    .Wt_data(Wt_data),
    .Rs1_data(Rs1_data),
    .Rs2_data(Data_out)
);
ALU ALU(
    .A(Rs1_data),
    .B(ALU_B),
    .ALU_operation(ALU_operation),
    .res(ALU_out),
    .zero(ALU_zero)
);
REG32 PC(
    .clk(clk),
    .rst(rst),
    .CE(1'b1),
    .D(PC_new),
    .Q(PC_out)
);
RV_int RV_int_0(
    .clk(clk),
    .reset(rst),
    .INT(INT0),
    .ecall(ecall),
    .mret(mret),
    .ill_instr(ill_instr),
    .pc_next(PC_new_2),
    .pc(PC_new)
);
endmodule
`timescale 1ns / 1ps
module RV_int(
    input wire clk,
    input wire reset,
    input wire INT,
    input wire ecall,
    input wire mret,
    input wire ill_instr,
    input wire[31:0]pc_next,
    output reg[31:0]pc
    );
    reg [31:0] MTVEC [2:0];
    reg [31:0]MEPC;
    initial begin
    MTVEC[0] = 32'h00000004;
    MTVEC[1] = 32'h00000008;
    MTVEC[2] = 32'h0000000c;
    end
    always @(posedge clk or posedge reset) begin
        if(reset) begin
            MEPC<= 32'h00000000;
        end
        else if(INT) begin
        MEPC <=  pc_next;
        end
        else if(ecall) begin
        MEPC <= pc_next;
        end
        else if(ill_instr) begin
        MEPC <= pc_next;
        end
    end
     always @(*) begin
           if(reset) begin
               pc<= 32'h00000000;
           end
           else if(INT) begin
           pc <= 32'h0000000c;
           end
           else if(ecall) begin
           pc <= 32'h00000008;
           end
           else if(ill_instr) begin
           pc <= 32'h00000004;
           end
           else if(mret)
           pc <= MEPC;
           else begin
           pc <= pc_next;  
           end
       end
endmodule
==> flow_summary.ini <==
; implementation run metrics
[outcome]
status = finished, final reports clean

[clocking]
cts_tree = built
cts_hold_buffers = 0
cts_buffers = 110
post_cts_buffers = 0
clkSlewWorstSetupHoldPaths_ns = 0.06
cts_max_path_buffers = 3
h-tree-depth = 3
post_cts_resized = 0
clk_latency_ns = 0.74
clock_tree.root_cell = clkbuf_16

[routing]
firstDrtPassIters = 10
avgViaCountPerCell = 6.54
post_drt_wl_per_cell_um = 36.2
drcViolationCount = 0
vias = 64400
routed_wl_um = 357000
drt_iter0_markers = 8413
ant_nets = 0

[sta]
rsz0062_at_grt = false
setup-violations-final = 0
unclocked_regs = 64
max_slew.worst_pin.slew_ns = 1.24
fin_crit_ns = 17.69
report.final.slew_viol_count = 0
whs_ns = 0.506
slew_headroom_pct = 16.9
hold_viol_final = 0
untimed_endpoints = 64
timing.fmax_ghz = 0.0565
skew_ns = 0.0187
fin_ws_ns = 2.91
finalClockPeriodUsage_pct = 85.9
setup_tns_ns = 0

[critical_path]
worstPathRequired_ns = 16.48
crit_start = inst_field[23]
critPathMaxFanout = 28
cp_slowest_cell = nor2_4
crit_arrival_ns = 13.57
critPathLaunchType = primary input
endpoint_kind = output port
path_class = in -> out
max_stage_delay_ns = 0.91
r2r_start = Regs.register[20][0]$_DFFE_PP0P_

[logic_synthesis]
syn_area_sq_um = 66900
ys_top_cells_by_count = 1,056 x dfrtp_1, 1,032 x mux2_2, 861 x nand3_1
area_leaders = dfrtp_1 40%, mux2_2 17%, nand3_1 6.4%, a22oi_1 3.9%, ha_1 2.4%
async_reset_ff_share_pct = 94.3
yosysTopAreaCell = dfrtp_1
most_common_cell = dfrtp_1
netlist_instances = 6707
yosysChipArea_sq_um = 66900
ys.flop_type = dfrtp_1
synth_flops = 1120
ys_cells = 6707
yosysUniqueCellTypes = 120
netlist.area_leader.share_pct = 39.5
syn_avg_cell_area_sq_um = 9.97
edf_count = 0
yosys_warnings = 9

[power]
p_per_area_nw_per_um2 = 83.3
irDropWorstVdd_uv = 78.8
leakage_nw = 33.5
power_w = 0.00641

[run]
tool_warnings = 71
cap_violations = 0

[placement]
dp_cells = 9617
io_buffers = 171
hpwl_um = 231000
gp_congestion = 1.03
dp_slack_ns = 3.44

[global_routing]
grt.overflow.total = 0
grt_start_max_net_pins = 119
track_usage_pct = 32.3
grt_pass1_wl_um = 494000
grt_pass1_vias = 62200
antenna_found_initial = 34

[finish]
num-fill-cells = 21800
mi_logic_area_sq_um = 36900
regArea_sq_um = 27400
drive_gt1_share_pct = 26.7
instances_no_fill = 9851
synthToLayoutAreaGrowth_pct = 15.0

[floorplanning]
core_area_sq_um = 221000
core.rowCount = 172
die_w_um = 474
io_pins = 181
fp_util_pct = 30.3
dieHeight_um = 474
fp.dieArea_sq_um = 225000

[worst_hold_path]
hp-start = RV_int_0.MEPC[28]$_DFFE_PP0P_
hold_path.class = reg -> reg
[power breakdown]
group / switching (W) / internal, W / total, W
clock: 0.000937 / 0.00119 / 0.00213
combinational: 0.000985 / 0.000607 / 0.00159
sequential: 0.000277 / 0.00241 / 0.00268
total: 0.00220 / 0.00421 / 0.00641
[final timing paths]
path,end,slack [ns],cells past startpoint
worst max register to register,PC.Q[2]$_DFF_PP0_,10.56,36
min in group asynchronous,PC.Q[2]$_DFF_PP0_,3.85,2
worst max-delay path,ALU_out[0],2.91,28
worst min register to register,RV_int_0.MEPC[28]$_DFFE_PP0P_,0.51,1
worst min-delay path,RV_int_0.MEPC[28]$_DFFE_PP0P_,0.51,1
max in group asynchronous,Regs.register[26][25]$_DFFE_PP0P_,11.87,9
[critical path, delay by kind of cell]
family / cells / cell delay, ns
AOI/OAI and AO/OA: 12 / 3.42
muxes: 1 / 0.40
xor gates and xnor gates: 1 / 0.23
adders and majority gates: 1 / 0.43
and+or+nand+nor: 7 / 2.78
buffers and inverters: 6 / 2.12
[placed cells by master (no fill, tap or decap), types with 25 or more instances in the layout]
cell type and n:
inv_1 133, and3_1 122, clkbuf_16 110, clkdlybuf4s50_1 156, mux4_2 31, o211ai_1 32, nor3_1 87, conb_1 64
a22o_1 32, o2111ai_1 36, buf_4 372, o21ai_0 113, xor2_1 33, clkbuf_8 26, nor4_1 67, dfrtp_1 1056
a31oi_1 31, nand2_1 270, a222oi_1 42, a221oi_1 38, and2_1 31, a21oi_1 262, a221o_1 25, ha_1 127
nor2_4 41, dlxtn_1 64, mux2i_1 60, a2111oi_0 37, nand4_1 227, a22oi_1 343, diode_2 29, nand3_1 861
nor2_1 195, xnor2_1 72, mux2_2 1032
[logic make-up after synthesis]
group,synth area share (%)
flip-flops,39.5
adder cells (fa/ha/maj),2.44
other,0.00561
AND/OR/NAND/NOR,16.6
multiplexers,19.3
latches,1.44
AND-OR/OR-AND,14.3
buffers and inverters,4.93
XOR/XNOR,1.38
[state kept, by name, summed over array words and instances, names as in the netlist]
register       count
MUX4T1_32_1.O     32
PC.Q              32
RV_int_0.MEPC     32
MUX4T1_32_0.O     32
Regs.register    992
[stage by stage]
| step | instance area (sq um) | util (%) |
|---|---|---|
| after floorplan | 67100 | - |
| after global placement | 73000 | 33.1 |
| after detailed placement | 73000 | 33.1 |
| after CTS | 76800 | 34.8 |
| after global routing | 76800 | 34.8 |
| final | 76900 | 34.9 |
[cell type report]
class                           count  share of cell area, %
Inverter                          143                  0.703
Timing Repair Buffer              544                   5.83
Clock buffer                      153                   4.13
Tap cell                         2958                   4.81
Multi-Input combinational cell   4852                   48.0
Sequential cell                  1120                   35.6
Antenna cell                       29                 0.0944
Clock inverter                     52                  0.840
[per-layer routing]
layer  global-route usage (%)  vias to the layer above  share of wire [%]
met3                     20.6                     1710                 17
met1                     38.5                    31800                 35
met4                     20.2                       58                8.4
met5                     3.18                        -               0.29
met2                     42.7                     5393                 39
li1                         -                    25500                  -
